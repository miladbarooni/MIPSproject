==> ./design.v <==
`timescale 1ns / 1ps
module SrcBMux(
    input [31:0] B,
    input [31:0] exsign,
    input [1:0] ALUSrcB,
    output reg  [31:0] muxout
);
always @(B, exsign, ALUSrcB)begin
    if (ALUSrcB == 2'b00)begin
        muxout <= B;
    end
    if (ALUSrcB == 2'b01)begin
        muxout <= 4;
    end
    if (ALUSrcB == 2'b10)begin
        muxout <= exsign;
    end
    if (ALUSrcB == 2'b11)begin
        muxout <= exsign << 2;
    end
end
endmodule
==> ./run.sh <==
#!/bin/bash
# OpenROAD 26Q1-2900-gdf79404cd8, Yosys 0.63+post, stock flow scripts
make -C /OpenROAD-flow-scripts/flow DESIGN_CONFIG=/design/flow/config.mk WORK_HOME=/design/flow/orfs finish
==> ./config.mk <==
export PLATFORM = sky130hd
export DESIGN_NAME = SrcBMux
export DESIGN_NICKNAME = SrcBMux
export VERILOG_FILES = /design/flow/design.v
export SDC_FILE = /design/flow/constraint.sdc
export NUM_CORES = 4
export LEC_CHECK = 1
export CORE_AREA = 10 10 91 91
export DIE_AREA = 0 0 101 101
==> ./constraint.sdc <==
current_design SrcBMux

set clk_period 2.6
set clk_io_pct 0.2

create_clock -name clk0 -period $clk_period

set non_clock_inputs [all_inputs -no_clocks]
set_input_delay [expr $clk_period * $clk_io_pct] -clock clk0 $non_clock_inputs
set_output_delay [expr $clk_period * $clk_io_pct] -clock clk0 [all_outputs]
==> out/results.md <==
| Step | Item | Reported |
|---|---|---|
| yosys | Cell total in the yosys stat output | 110 |
| sta | Pins over their slew limit | 0 |
| global routing | Global-route usage over all layers | 0.0766 |
| floorplan | Floorplan die width | 101 um |
| yosys | Gate count after technology mapping | 110 |
| clock network | # Post-CTS Setup Buffers | 0 |
| sta | Number of unconstrained endpoints | 32 |
| yosys | Summed instance area of the synthesized netlist | 1320 um2 |
| route | Detailed router's first-iteration violation count | 12 |
| sta | Final-report hold violation count | 0 |
| route | Number of vias in the routed layout | 1190 |
| sta | Count of unclocked register or latch pins | 32 |
| sta | Tmin final | 2.56 ns |
| pwr | Leakage dissipation | 1.37 nW |
| route | Uppermost metal layer occupied by signal nets | met3 |
| yosys | Mean instance size in the synthesized netlist | 12.0 um2 |
| floorplan | I/O pins | 98 |
| sta | Setup repair after global routing missed its margin | no |
| worst setup path | Worst path arrival time | 2.04 ns |
| final layout | Relative area change from synthesis to final layout | 91.3% |
| yosys | Unique cell type count in the Yosys netlist | 15 |
| global routing | Initial antenna violation count | 0 |
| global routing | Wire length of the first global-routing pass | 6.40 mm |
| final layout | Register ranked first by flip-flop count | muxout |
| worst setup path | Critical path capture point type | output pin |
| global routing | GRT overflow | 0 |
| placement | Global placement routability congestion | 0.706 |
| status | Result of the run | completed |
| global routing | Maximum number of pins on one net before global-route repair | 38 |
| floorplan | Die height | 101 um |
| floorplan | Fp util | 0.207 |
| yosys | Area reported by Yosys stat | 1320 um2 |
| route | Average wire length per cell after detail routing | 13.8 um |
| route | Total wire length after detailed routing | 4.25 mm |
| route | Met2 Routed Length | 1.91 mm |
| route | Met3 layer wire length in the routed design | 619 um |
| yosys | Count of synthesis-stage warnings from yosys | 1 |
| worst setup path | Setup CP Type | in2out |
| pwr | Power consumption | 330 uW |
| worst setup path | Worst setup endpoint | muxout[21] |
| final layout | Number of flip-flops under the largest register name | 32 |
| worst setup path | Data required time at the worst endpoint | 2.08 ns |
| sta | Final Cycle Share | 0.984 |
| worst setup path | Kind of start point of the critical path | primary input |
| route | Post-route DRC violation count | 0 |
| route | DRT met1 WL | 1.72 mm |
| floorplan | Core ar. | 6350 um2 |
| route | Number of vias per cell after detailed routing | 3.86 |
| placement | # port buffers | 98 |
| placement | Final HPWL from detailed placement | 3.49 mm |
| sta | Peak Freq | 0.391 GHz |
| global routing | Number of global-route vias before repair | 1209 |
| yosys | Ys flops | 32 |
| final layout | Leading registers by flop count | muxout: 32 flops |
| pwr | IR Drop Worst-Case VDD | 0.106 mV |
| worst setup path | Crit path max fanout | 2 |
| floorplan | Floorplan row count | 29 |
| route | 1st-pass router iterations | 2 |
| run | Tally of max-capacitance violations | 0 |
| worst setup path | Launch point of the worst path | exsign[19] |
| route | Antenna diodes | 0 |
| run | Tool warnings | 32 |
| sta | Final setup vio count | 0 |
| final layout | Fraction of final layout cells with drive strength greater than 1 | 0.156 |
| pwr | Cell Pwr Density | 131 nW/um2 |
| floorplan | Chip Footprint | 10200 um2 |
| route | Antenna violation net count after detailed routing | 0 |
## worst max-delay path, cell delays in order
cell	delay (ns)
clkdlybuf4s50_1	0.47
mux2_2	0.14
a22o_1	0.12
dlxtn_2	0.33
clkdlybuf4s50_1	0.45
## per-layer routing
layer / vias up / global-route usage
met5: - / 0
met4: 0 / 0
met3: 0 / 0.0409
met2: 58 / 0.127
met1: 506 / 0.0921
li1: 626 / -
## layout make-up
| type | instances | area (um2) |
|---|---|---|
| repair buffers | 98 | 1050 |
| flip-flops and latches | 32 | 482 |
| well taps | 77 | 96.3 |
| multi-input cells | 101 | 891 |
| fillers | 604 | 3830 |
## metrics by stage
step	utilization	std cells	cell area (um2)	setup TNS, ns	setup slack (ns)
final	0.397	308	2520	0	0.0419
after global placement	0.382	308	2430	-26.30	-0.850
after global routing	0.397	308	2520	0	0.00162
after floorplan	-	141	1430	0	0.586
after detailed placement	0.382	308	2430	-25.65	-0.840
after CTS	0.386	308	2450	0	0.00656
## cells by family after synthesis
family | Yosys count | synth area share
mux | 32 | 0.345
latches | 32 | 0.365
compound gates | 30 | 0.197
buf+inv | 11 | 0.0769
simple gates | 4 | 0.0142
other cells | 1 | 0.00285
## timing repair
action / CTS / global route
hold buffers: 0 / 0
gates cloned: 3 / 0
pin swaps: 2 / 2
endpoints found under the setup margin: 32 / 29
gates resized: 18 / 27
## power breakdown
| part | switching (mW) | internal [mW] | total (mW) | leakage, nW |
|---|---|---|---|---|
| registers | 0.00436 | 0.0474 | 0.0517 | 0.256 |
| logic | 0.0815 | 0.197 | 0.279 | 1.11 |
| clock network | 0 | 0 | 0 | 0 |
## Yosys cell counts
master    number  share of area
a21oi_1        1         0.0038
buf_4          3          0.017
a22o_1        29           0.19
nor2_1         2         0.0057
buf_12         2          0.030
clkbuf_1       3         0.0085
buf_2          1         0.0038
nor2_2         1         0.0048
mux2_2         3          0.026
nor3_1         1         0.0038
mux2i_1        3          0.023
mux2_4        26           0.30
buf_6          2          0.017
conb_1         1         0.0028
dlxtn_1       32           0.36
## cell usage in the layout, fill, tap and decap left out, drive strengths merged
cell           netlist  routed
clkdlybuf4s50        0      68
conb                 1      32
dlxtn               32      32
a22o                29      29
mux2                29      29
dlymetal6s2s         0      24
nor2                 3       6
dlygate4sd2          0       4
mux2i                3       3
buf                  8       2
nor3                 1       1
a21oi                1       1
No activity file was given, so power comes from the tool's default toggle rates.
