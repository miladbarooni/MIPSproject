==> ./design.v <==
`timescale 1ns / 1ps
module ALU(
    input [31:0] SrcA, SrcB,
    input [3:0] operation,
    output reg [31:0] ALUResult,
    output reg Zero
);
initial begin
Zero = 0;
end
always @(operation, SrcA, SrcB)begin
  if (operation == 4'b0010) begin
    ALUResult <= SrcA + SrcB;
  end
  if (operation == 4'b0110) begin
    ALUResult <= SrcA - SrcB;
  end
  if (operation == 4'b0000)begin
    ALUResult <= SrcA & SrcB;
  end
  if (operation == 4'b0001)begin
    ALUResult <= SrcA | SrcB;
  end
  if (operation == 4'b1100)begin
    ALUResult <= ~(SrcA|SrcB);
  end
  if (operation == 4'b0011) begin
    ALUResult <= SrcA ^ SrcB;
  end
  if (operation == 4'b0111) begin
    if (SrcB >= SrcA ) ALUResult <= 1;
    if (SrcB < SrcA ) ALUResult <= 0;
  end
  if (SrcA == SrcB) begin
    Zero <= 1'b1;
  end
  if (~(SrcA == SrcB))begin
    Zero <= 1'b0;
  end
end
endmodule
==> ./config.mk <==
export PLATFORM = sky130hd
export DESIGN_NAME = ALU
export DESIGN_NICKNAME = ALU
export VERILOG_FILES = /design/flow/design.v
export SDC_FILE = /design/flow/constraint.sdc
export NUM_CORES = 4
export LEC_CHECK = 1
export CORE_UTILIZATION = 50
==> ./constraint.sdc <==
current_design ALU

set clk_period 5.3
set clk_io_pct 0.2

create_clock -name clk0 -period $clk_period

set non_clock_inputs [all_inputs -no_clocks]
set_input_delay [expr $clk_period * $clk_io_pct] -clock clk0 $non_clock_inputs
set_output_delay [expr $clk_period * $clk_io_pct] -clock clk0 [all_outputs]
==> ./run.sh <==
#!/bin/bash
# OpenROAD 26Q1-2900-gdf79404cd8, Yosys 0.63+post, stock flow scripts
make -C /OpenROAD-flow-scripts/flow DESIGN_CONFIG=/design/flow/config.mk WORK_HOME=/design/flow/orfs finish
==> impl_metrics.ini <==
; flow metrics
[worst_setup_path]
crit_path_top_delay_cell = clkdlybuf4s50_1
required_ns = 4.24
cp_num_buf_inv = 4
worstPathArrival_ns = 3.81
crit_path_cell_trace = clkdlybuf4s50_1 > inv_1 > ha_1 > nor4_1 > nand3_1 > nand3b_1 > nor3_1 > buf_4 > clkdlybuf4s50_1
crit_type = in2out
crit_fanout = 13
start_kind = primary input
slowest_delay_ns = 0.50
crit_family = buffers and inverters
setup.worst_path.end_class = output port
crit_top_cell = clkdlybuf4s50_1

[pwr]
irDropWorstVdd_mv = 0.04984
combPwrFrac_pct = 92.7
p_leak_nw = 3.458
p_clk_share_pct = 0
powerDensity_mw_per_mm2 = 106.7
power_frac_seq_pct = 7.3
p_total_mw = 0.8409
p_int_mw = 0.3767
p_sw_mw = 0.4642
swShare_pct = 55.20

[sta]
tightestPinTransition_ns = 0.8896
unclocked_regs = 32
grt_setup_unrepaired = false
setup-tns-final_ns = 0
relSlewSlack_pct = 40.48
finalHoldViolCount = 0
worst_slack_ns = 0.4304
hold_ws_ns = 3.575
finalMaxSlewViolations = 0
untimed_endpoints = 64
fin_crit_ns = 4.870
finalSetupViolations = 0
clock.fmax_ghz = 0.2054
period_used_pct = 91.88

[global_route]
grt_pass1_wl_um = 40000
grt_use_total_pct = 36.52
gr-total-overflow = 0
antenna_found_initial = 0
grt_pass1_vias = 7426
grt_start_max_net_pins = 66

[synthesis]
ys.flops = 32
top_cells_by_count = a21oi_1, ha_1, inv_1
top_cell_area_share_pct = 18.98
synthFlopType = dlxtn_1
ys_cells = 1013
synth_cell_type_count = 90
syn_inst = 1013
yosysTopAreaCell = ha_1
syn_area_per_cell_sq_um = 6.767
most_common_cell = a21oi_1
ys_warn_count = 33
synthArstFlopShare_pct = 0
synth-edff-count = 0
yosysChipArea_sq_mm = 0.006855
ys_top_cells_by_area = ha_1, a21oi_1, dlxtn_1
synth_area_sq_mm = 0.006855

[placement]
place.gp.congestion = 1.003
dp_slack_ns = 0.4800
dp.cells = 1251
placed_area_sq_mm = 0.007883
place.port_buffers = 101
hpwl_um = 19130

[worst_hold_path]
hp-class = in2out

[final_layout]
logic_area_sq_mm = 0.005639
fin_area_sq_mm = 0.007883
fillers = 1288
syn_to_final_growth_pct = 14.98
top_register = ALUResult
largest_reg_flops = 32
utilization_pct = 59.29
seqCellArea_sq_um = 480.5
drive_gt1_share_pct = 5.395
fin_cells = 1251
top_regs = ALUResult: 32 flops

[die]
core_area_sq_mm = 0.01330
die_x_um = 119.1
fp_util_pct = 51.56
std_cell_rows = 42
chipHeight_um = 119.1
pin_count = 101
die_area_sq_mm = 0.01418

[clock_network]
post_cts_buffers = 0
cts_hold_buf = 0
cts_resized = 0

[route]
drc_errors = 0
dr.pass1.iters = 6
drt-initial-drc-count = 798
vias_per_cell = 6.378
wl_per_cell_um = 20.44
diodes = 0
routed_wirelength_um = 25570
ant_nets = 0
vias = 7979

[status]
status = completed

[job]
maxCapViolations = 0
tool_warnings = 105
==> final timing paths <==
kind / start / end / slack [ns] / depth (start not counted)
hold / removal: SrcB[0] / Zero / 3.57 / 8
setup / recovery: SrcA[19] / Zero / 0.43 / 9
==> cells in the final DEF, fill, tap and decap left out, types with 14 or more instances in the layout <==
master           Yosys  routed
a211oi_1            24      24
nor2_1              88      87
nand2_1             77      77
o22ai_1             14      14
o221ai_1            15      15
buf_4                5      23
inv_1               93      93
o21ai_0             78      78
a21o_1              16      16
a21oi_1            109     109
nor2b_1             14      14
nor3_1              23      23
clkdlybuf4s50_1      0     100
a31oi_1             16      16
nand3_1             27      27
xnor2_1             18      18
ha_1               104     104
dlxtn_1             32      32
==> layout make-up <==
| type | count | area share (%) |
|---|---|---|
| multi-input cells | 822 | 71.54 |
| inverters | 97 | 4.619 |
| well taps | 176 | 2.794 |
| repair buffers | 124 | 14.95 |
| flip-flops and latches | 32 | 6.095 |
==> power by group through the flow <==
stage	Sequential, mW	Combinational (mW)	Clock [mW]
final	0.0610	0.780	0
after global routing	0.0635	0.854	0
after CTS	0.0614	0.765	0
==> layer usage <==
metal  wire length, um  track usage (%)  vias to the layer above
met5                 0                0                        -
met4               876            12.74                        0
met3              2437            5.284                       75
met2             11460            58.32                      448
met1             10800            50.31                     3630
li1                  -                -                     3826
==> logic make-up (layout without fill, tap and decap cells) <==
logic type | Yosys count | after routing | synth area share (%)
buffers and inverters | 159 | 221 | 10.77
latches | 32 | 32 | 7.009
xor gates and xnor gates | 20 | 20 | 2.555
and+or+nand+nor | 289 | 289 | 20.24
AOI/OAI and AO/OA | 399 | 399 | 38.69
adders and majority gates | 106 | 106 | 19.57
muxes | 8 | 8 | 1.168
No activity file was given, so power comes from the tool's default toggle rates.
