==> design/flow/design.v <==
`timescale 1ns / 1ps
module ALUOutMux(
    input [31:0] ALUout,
    input [31:0] ALUResutl,
    input PCSrc,
    output reg [31:0] out
);
always @(ALUout, ALUResutl, PCSrc)begin
  if (!PCSrc)begin
    out <= ALUResutl;
  end
  else
    out <= ALUout;
end
endmodule 
==> design/flow/run.sh <==
#!/bin/bash
# OpenROAD 26Q1-2900-gdf79404cd8, Yosys 0.63+post, stock flow scripts
make -C /OpenROAD-flow-scripts/flow DESIGN_CONFIG=/design/flow/config.mk WORK_HOME=/design/flow/orfs finish
==> design/flow/config.mk <==
export PLATFORM = sky130hd
export DESIGN_NAME = ALUOutMux
export DESIGN_NICKNAME = ALUOutMux
export VERILOG_FILES = /design/flow/design.v
export SDC_FILE = /design/flow/constraint.sdc
export NUM_CORES = 4
export LEC_CHECK = 1
export CORE_AREA = 10 10 70 70
export DIE_AREA = 0 0 80 80
==> design/flow/constraint.sdc <==
current_design ALUOutMux

set clk_period 1.0
set clk_io_pct 0.2

create_clock -name clk0 -period $clk_period

set non_clock_inputs [all_inputs -no_clocks]
set_input_delay [expr $clk_period * $clk_io_pct] -clock clk0 $non_clock_inputs
set_output_delay [expr $clk_period * $clk_io_pct] -clock clk0 [all_outputs]
==> changes_impl.md <==
### Changed

* Status: finished, violations left
* Violations in the final reports: negative setup slack
* Fillcell total at 335
* Hpwl dp at 2.41 mm
* DR WL/cell at 16.1 um
* Synth Instances at 36
* OpenROAD warnings at 34
* Post-Syn Area at 544 um2
* Worst EP arrival at 0.90 ns
* Chip height at 80 um
* Hold crit path type: in2out
* Yosys cell count at 36
* Gr busiest metal: met2
* Count leader, synth: mux2_4
* Standard-cell rows at 21
* Top cells by area: mux2_4 (83%), buf_12 (11%), mux2_2 (4.1%)
* Syn avg cell area at 15.1 um2
* Startpoint types: input pin
* Slew Limit Headroom at 93.4%
* Max Cap Viol at 0
* Die area at 6400 um2
* IO Pins at 97
* Drt initial violations at 3
* Final hold viol count at 0
* Fmax at 908 MHz
* DRT Pass-1 Iters at 2
* Top cells by count, synth: mux2_4 (30), buf_12 (3), mux2_2 (2)
* Pwr dens at 394 nW/um2
* Port Buffers at 97
* Number of routed nets with antenna violations at 0
* CP Max Fanout at 6
* Antenna violations before repair at 0
* Final WL at 2.92 mm
* RSZ-0062 raised after global routing: yes
* Met1 Use GR at 10.5%
* Yosys warns at 1
* Final period util at 110%
* Vias at 720
* Fin crit period at 1.10 ns
* Data required time at the worst endpoint at 0.80 ns
* Core Box Area at 3420 um2
* Setup TNS Final at -2.64 ns
* Antenna cells at 0
* # DRC at 0
* Final setup violation count at 32
* First-pass GRT wire length at 4.31 mm
* Post-synthesis cell type count at 4
* Global Route met2 Usage at 13.9%
* Die span in x at 80 um
* Seq_cells at 0
* Static leakage at 0.852 nW
* Slew @ Worst Pin at 0.0992 ns
* CLK BUF at 0
* Setup Buffers After CTS at 0
* Sequential cell area at 0 um2
* Worst vdd ir at 0.185 mV
* Synth Seq Share at 0%
* Synth area leader: mux2_4
* Largest net degree at the start of global routing at 10
* Gr usage total at 8.29%
* Vias per cell at 3.98
* Share of post-route cells with drive strength above 1 at 52.6%
* Syn-to-layout area delta at 188%
* Global placement routability congestion at 0.760
* Met3 usage at 2.50%
* Pins Over Slew Limit at 0
* Final Instance Area at 1570 um2
* Vias in the first global route at 811
* Cell area after placement at 1540 um2
* Area leader share at 82.8%
* Yosys Chip Area at 544 um2
* Total grt overflow at 0
* Pre-Place Util at 15.9%
* Crit end category: output pin
* Final worst slack at -0.101 ns
* Crit Path Category: in2out
[placed cells by master (no fill, tap or decap)]
| cell | netlist | layout |
|---|---|---|
| buf_12 | 3 | 2 |
| buf_16 | 0 | 4 |
| buf_2 | 0 | 11 |
| buf_6 | 1 | 21 |
| clkbuf_16 | 0 | 1 |
| dlygate4sd2_1 | 0 | 64 |
| mux2_4 | 30 | 32 |
[path summary, 6_finish.rpt]
path	start	slack (ns)	cells after the start	endpoint
min	ALUResutl[25]	0.79	3	out[25]
max	PCSrc	-0.10	4	out[26]
[worst max-delay path, stage by stage]
cell and delay [ns]:
buf_16 0.13, clkbuf_16 0.16, mux2_4 0.30, buf_6 0.11
[repair_timing]
action                                  in CTS  in global routing
hold buffers                                 0                  0
gates cloned                                 3                  1
resized                                    186                  6
endpoints found under the setup margin      32                 32
hold endpoints to repair                     0                  0
[per-stage QoR]
stage / power, mW / setup slack, ns / hold slack (ns) / utilization, % / instances
after global routing: 0.662 / -0.110 / 0.807 / 45.8 / 181
after CTS: 0.593 / -0.0918 / 0.800 / 44.0 / 180
after floorplan: 0.206 / 0.0669 / 0.498 / - / 36
after detailed placement: 0.656 / -0.496 / 1.33 / 45.0 / 177
final: 0.616 / -0.101 / 0.794 / 45.8 / 181
after global placement: 0.654 / -0.492 / 1.33 / 45.0 / 177
[per-layer routing]
metal  routed length (um)  up-vias  part of all wire [%]
li1                     -      342                     -
met1                 1190      323                    41
met2                 1430       53                    49
met3                  278        2                   9.5
met4                   21        0                  0.72
met5                    0        -                     0
[where the power goes]
group / switching [mW] / internal (mW)
registers: 0 / 0
clock network: 0 / 0
logic: 0.138 / 0.478
total: 0.138 / 0.478
[layout make-up]
class              instances  area, um2  area share [%]
well taps                 46       57.6            3.68
multi-input cells         32        480            30.7
repair buffers           103       1030            65.6
[cell families after synthesis]
| group | after synthesis | synth area share [%] |
|---|---|---|
| buf+inv | 4 | 13.1 |
| mux | 32 | 86.9 |
Power figures rest on the tool's default switching activity, not on a simulated workload.
